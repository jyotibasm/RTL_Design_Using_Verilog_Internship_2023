==> design.v <==
module bcd(input CLK,RESET,output reg [3:0] COUNT);
 always @(posedge CLK) begin
 	if( RESET | COUNT>=9 ) COUNT <=0;
	else COUNT <= COUNT + 1;
 end 
endmodule 
==> run.sh <==
#!/bin/bash
# OpenROAD 26Q1-2900-gdf79404cd8, Yosys 0.63+post, stock flow scripts
make -C /OpenROAD-flow-scripts/flow DESIGN_CONFIG=/design/flow/config.mk WORK_HOME=/design/flow/orfs finish
==> config.mk <==
export PLATFORM = sky130hd
export DESIGN_NAME = bcd
export DESIGN_NICKNAME = bcd
export VERILOG_FILES = /design/flow/design.v
export SDC_FILE = /design/flow/constraint.sdc
export NUM_CORES = 4
export LEC_CHECK = 1
export CORE_AREA = 10 10 70 70
export DIE_AREA = 0 0 80 80
==> constraint.sdc <==
current_design bcd

set clk_period 1.4
set clk_io_pct 0.2

create_clock -name clk0 -period $clk_period [get_ports {CLK}]

set non_clock_inputs [all_inputs -no_clocks]
set_input_delay [expr $clk_period * $clk_io_pct] -clock clk0 $non_clock_inputs
set_output_delay [expr $clk_period * $clk_io_pct] -clock clk0 [all_outputs]
==> qor.log <==
[synth] Distinct cells, synth 13
[clock_tree] clock tree from TritonCTS yes
[pwr] overall power of the completed layout 324.6 µW
[clock_tree] Max Buffers Root-to-Sink 2
[finish] area delta synth->final 77.71%
[status] run status finished clean
[worst_setup_path] cell with the biggest individual delay on the critical path sky130_fd_sc_hd__clkdlybuf4s50_1
[global_route] overall global routing resource usage 0.01597
[final_timing] setup repair after global routing missed its margin true
[floorplanning] io pins 6
[job] total tool warning count 28
[clock_tree] CTS Root Buffer Type sky130_fd_sc_hd__clkbuf_4
[worst_setup_path] buffering stage count on the worst path with inverters included 1
[placement] number of buffers added on ports 5
[worst_setup_path] top fanout value on the critical path 5
[worst_setup_path] critical path capture point type primary output
[finish] share of the core filled with cells in the final layout 0.1081
[worst_setup_path] data required time of the critical path 1.12 ns
[final_timing] Worst Slack Setup Final 0.05442 ns
[finish] fill cell count 404
[hold_path] capture endpoint of the worst hold path COUNT[3]$_SDFF_PP0_
[global_route] initial antenna violation count 0
[job] max-cap violation count 0
[synth] FF+latch count, synth 4
[final_timing] Slew Viols, Final 0
[global_route] pin count of the biggest net entering global routing 6
[finish] registers with the most flip-flops COUNT (4)
[drt] via density per instance 2.403
[synth] area reported by Yosys stat 207.7 µm²
[worst_setup_path] setup slack on the worst flop-to-flop path 0.05 ns
[placement] routability-driven placement congestion ratio 0.6729
[final_timing] minimum clock period 1.346 ns
[pwr] Pwr Density 879.6 mW/mm²
[floorplanning] vertical die dimension 80 µm
[placement] post-detailed-placement half-perimeter wirelength 365.8 µm
[drt] vias after detailed routing 185
[finish] register with the most flip-flops COUNT
[drt] number of DRC markers in iteration 0 1
[worst_setup_path] ordered cell list for the critical path clkdlybuf4s50_1
[floorplanning] cell row count 21
[global_route] via count of the first global-routing pass 167
[floorplanning] overall die width 80 µm
[hold_path] worst min-delay path class reg -> reg
[clock_tree] cts bufs inserted 3
[drt] wire length reported by the detailed router 520 µm
[global_route] wire length of the first global-routing pass 745 µm
[floorplanning] Core Density at Floorplan 0.06081
[clock_tree] later-pin clock latency in the skew report 0.23 ns
[synth] area share, top type 0.3855
[finish] max FFs per register 4
[final_timing] # setup viols final 0
[placement] Post-Place Cell Area 315.3 µm²
[synth] post-synthesis cell area 207.7 µm²
[pwr] Max VDD drop 0.4277 mV
[worst_setup_path] slowest stage delay, CP 0.47 ns
[worst_setup_path] kind of cell adding the most delay to the critical path buffers and inverters
[final_timing] fraction of the cycle the final worst path needs 0.9611
[worst_setup_path] data arrival time at the worst-slack endpoint 1.07 ns
[final_timing] Least-Margin Pin Slew 0.1835 ns
[worst_setup_path] startpoint of the most critical register-to-register path COUNT[0]$_SDFF_PP0_
[synth] Mapped Cells 22
[synth] cells in synth_stat.txt 22
[final_timing] Relative slew margins 0.8773
[worst_setup_path] crit path kind reg -> out
[clock_tree] number of clock sinks seen by CTS 4
[clock_tree] H-Tree Depth 1
[hold_path] Worst Hold Launch COUNT[2]$_SDFF_PP0_
[finish] share of final-layout standard cells stronger than drive strength 1 0.4839
[synth] dominant cells by area after synthesis sky130_fd_sc_hd__dfxtp_1 39%, sky130_fd_sc_hd__ha_1 18%, sky130_fd_sc_hd__inv_1 7.2%
[drt] Antenna Violating Nets Remaining 0
[synth] sequential cell area fraction in the yosys report 0.3855
[worst_setup_path] depth of the worst register-to-register path 5
[final_timing] final worst clock skew 0.002701 ns
[final_timing] achievable frequency 0.7432 GHz
[synth] Syn Area/Cell 9.441 µm²
[drt] WL/cell 6.753 µm
[placement] pre-CTS setup slack 0.02305 ns
[drt] antenna diode count 0
[drt] 1st-pass router iterations 2
[worst_setup_path] Worst setup SP type flop
[clock_tree] # hold bufs at CTS 0
[floorplanning] core area 0.003416 mm²
[synth] cell type with the largest total area sky130_fd_sc_hd__dfxtp_1
[drt] final routed DRC violation total 0
[clock_tree] Clock transition at path regs 0.04 ns
[finish] final non-filler cell area 369.1 µm²
[finish] most frequent cells in the layout 5 x sky130_fd_sc_hd__clkdlybuf4s50_1, 3 x sky130_fd_sc_hd__dfxtp_4, 3 x sky130_fd_sc_hd__inv_1, 3 x sky130_fd_sc_hd__clkbuf_4
[worst_setup_path] number of cells on the critical path 1
[hold_path] worst hold path stage count 2
[final_timing] Hold Violations, Final 0
[finish] Top cell excl fill/tap sky130_fd_sc_hd__clkdlybuf4s50_1
[worst_setup_path] endpoint of the lowest-slack register-to-register path COUNT[3]$_SDFF_PP0_
[floorplanning] total die size 0.006400 mm²
[global_route] gr ovfl total 0
[pwr] standby leakage power 0.0001305 µW
[synth] Synth Warn # 1
==> cell families (layout without fill, tap and decap cells) <==
group,after synthesis,count (layout),share of synthesized area
AND-OR/OR-AND,4,4,0.1445
adder cells (fa/ha/maj),3,3,0.1807
buffers and inverters,4,13,0.07227
flip-flops,4,4,0.3856
AND/OR/NAND/NOR,7,7,0.2169
==> area by class of cell <==
cell class                      count  area [µm²]  area share
Multi-Input combinational cell     14       123.9      0.3356
Sequential cell                     4       92.59      0.2508
Timing Repair Buffer                6       57.56      0.1559
Tap cell                           46       57.56      0.1559
Clock buffer                        3       22.52     0.06102
Inverter                            4       15.01     0.04068
==> worst max-delay path by stage <==
stage / to / startpoint / slack (ns)
CTS: COUNT[0]$_SDFF_PP0_ / COUNT[1]$_SDFF_PP0_ / 0.002
global route: COUNT[3]$_SDFF_PP0_ / COUNT[1]$_SDFF_PP0_ / -0.01
finish: COUNT[2] / COUNT[2]$_SDFF_PP0_ / 0.05
==> cell usage after synthesis (all sizes together) <==
cell / number
a21oi: 2
a32o: 1
and2: 2
dfxtp: 4
ha: 3
inv: 4
nand4: 1
nor2: 1
nor3b: 1
o21ai: 1
or2: 1
or3b: 1
==> where the power goes <==
group | internal [µW] | switching [µW] | total [µW]
Sequential | 120 | 8.52 | 129
Clock | 95.6 | 43.6 | 139
Combinational | 36.6 | 20.2 | 56.8
==> metal layers <==
layer / global-route usage / vias up / part of all wire
met2: 0.01124 / 8 / 0.28
li1: - / 95 / -
met1: 0.02057 / 82 / 0.53
met5: 0 / - / 0
met3: 0.02500 / 0 / 0.18
met4: 0.003521 / 0 / 0
==> through the flow <==
stage	hold slack (ns)	std cells	setup TNS, ns
after floorplan	0.3424	22	0
after global routing	0.5609	77	-0.01469
after detailed placement	0.5230	73	0
after CTS	0.5200	76	0
after global placement	0.5230	73	0
final	0.5407	77	0
==> what timing repair did <==
| action | CTS | global route |
|---|---|---|
| setup buffers | 0 | 1 |
| gates resized | 3 | 9 |
| endpoints found under the setup margin | 3 | 5 |
Power is estimated from default activity; no workload was simulated.
