### /design/flow/design.v
module alu(a,b,rst,opcode,r);
 input [1:0]a,b,opcode;
 input rst;
 output [3:0] r;
 reg [3:0] r;
 always @(a,b,opcode,rst) begin
 if(!rst) begin 
 	case(opcode) 
 	2'b00: begin r = a + b; end
 	2'b01: begin r = a - b; end
 	2'b10: begin r = a & b; end
 	2'b11: begin r = a | b; end
        default r=4'b0000;
 	endcase 
 end 
 else begin  r=4'bxxxx; end
 end
endmodule  
### /design/flow/run.sh
#!/bin/bash
# OpenROAD 26Q1-2900-gdf79404cd8, Yosys 0.63+post, stock flow scripts
make -C /OpenROAD-flow-scripts/flow DESIGN_CONFIG=/design/flow/config.mk WORK_HOME=/design/flow/orfs finish
### /design/flow/config.mk
export PLATFORM = sky130hd
export DESIGN_NAME = alu
export DESIGN_NICKNAME = alu
export VERILOG_FILES = /design/flow/design.v
export SDC_FILE = /design/flow/constraint.sdc
export NUM_CORES = 4
export LEC_CHECK = 1
export CORE_AREA = 10 10 70 70
export DIE_AREA = 0 0 80 80
### /design/flow/constraint.sdc
current_design alu

set clk_period 2.6
set clk_io_pct 0.2

create_clock -name clk0 -period $clk_period

set non_clock_inputs [all_inputs -no_clocks]
set_input_delay [expr $clk_period * $clk_io_pct] -clock clk0 $non_clock_inputs
set_output_delay [expr $clk_period * $clk_io_pct] -clock clk0 [all_outputs]
==> flow_summary.ini <==
; flow metrics
[yosys]
yosys_area_um2 = 194
yosys_cells = 22
synth_top_area_share_pct = 32.3
synth_cell_type_count = 11
synth_area_um2 = 194
netlist_instances = 22
topCombFamilyByArea = adder cells
synth_xor_xnor_area_share_pct = 0
yosys_warnings = 1
simple_gate_area_share_pct = 16.8
avgSynthCellArea_um2 = 8.82
common_cells = 6 x inv_1, 5 x ha_1, 2 x fa_1, 2 x nand2_1
synthAdderAreaFrac_pct = 52.9
mux_share_pct = 11.6
synth_seq_share_pct = 0
top_area_cell = ha_1
synth.most_common_cell = inv_1
synth.area.top_cells = ha_1 32%, fa_1 21%, inv_1 12%
aoi_share_pct = 7.10

[finish]
flop-count = 0
clkbuf_count = 0
seq_area_um2 = 0
final_util_pct = 11.4
drive_above_1_share_pct = 37.8
syn2layout_area_growth_pct = 101

[place]
io_buffers = 10
pre_cts_slack_ns = -0.601
gp_congestion = 0.754
dp_hpwl_um = 572

[floorplanning]
dieArea_um2 = 6400
core_um2 = 3420
fp.dieW_um = 80
num_rows = 21
fp_util_pct = 5.68
die_h_um = 80
design.portCount = 11

[worst_setup_path]
crit_path_top_delay_cell = fa_1
critical_path.top_delay_family = buffers and inverters
crit_type = in2out
crit_fanout = 2
path_buffers = 3
worstSetupEndpointType = output port
cp-start-kind = input pin
crit_path_max_incr_delay_ns = 0.46
arrival_ns = 1.99
crit_required_ns = 2.08
crit_chain = dlygate4sd2_1 -> buf_4 -> fa_1 -> mux4_2 -> buf_2

[pwr]
p_per_area_nw_per_um2 = 127
power_mw = 0.0495
power.leakage_nw = 0.174
peakVddDrop_mv = 0.0507

[routing]
antenna_left = 0
drc = 0
viasPerCell = 2.30
wl_um = 643
vias = 191
wl_per_cell_um = 7.75
num_antenna_cells = 0
drt_first_pass_iters = 4
drt_iter0_markers = 2

[global_route]
grt_remaining_overflow = 0
met1_usage_pct = 3.13
globalRoute.busiestLayer = met1
grt_pass1_wl_um = 1040
antenna_found_initial = 0
use_met3_pct = 0.682
grt_usage_pct = 2.02
grt_util_met2_pct = 2.73
grt_max_degree = 6
grt_pass1_vias = 231

[run_status]
outcome = complete, no violations

[final_timing]
max_freq_mhz = 398
tightestPinTransition_ns = 0.226
setup_viol = 0
report.final.slew_viol_count = 0
finalHoldViolations = 0
fin_crit_ns = 2.51
finalClockPeriodUsage_pct = 96.5
relSlewSlack_pct = 85.0
rsz0062_at_grt = false
setup_slack_ns = 0.0901

[run]
maxCapViolations = 0
tool_warnings = 37

[worst_hold_path]
hold_path.class = in2out
[through the flow]
step	TNS [ns]	std cells	cell area [µm²]	hold slack, ns
after CTS	0	83	400	1.87
final	0	83	390	1.78
after global routing	0	83	390	1.81
after detailed placement	-1.03	83	389	2.12
after global placement	-0.895	83	389	2.10
after floorplan	0	22	194	1.05
[cell usage in the layout (no fill, tap or decap)]
master           instances
inv_1                    5
clkdlybuf4s50_1          5
buf_4                    4
ha_1                     3
nand2_1                  2
fa_1                     2
clkbuf_2                 2
dlygate4sd2_1            2
nor2_1                   1
or2_2                    1
and2b_2                  1
a31o_1                   1
nand2b_1                 1
a21oi_1                  1
mux4_2                   1
inv_2                    1
ha_2                     1
ha_4                     1
buf_2                    1
buf_6                    1
[per-layer routing]
metal | wire length [µm] | vias to the layer above
met4 | 0 | 0
li1 | - | 98
met1 | 373 | 84
met2 | 203 | 9
met3 | 66 | 0
met5 | 0 | -
[power by group]
group	switching (mW)	internal (mW)	total (mW)
Clock	0	0	0
Sequential	0	0	0
Combinational	0.0192	0.0303	0.0495
Total	0.0192	0.0303	0.0495
[tightest hold or removal path: cells and delay by family]
kind	cells	cell delay (ns)
fa+ha+maj	2	0.29
buf+inv	2	0.23
mux	1	0.23
[cell families (layout without fill, tap and decap cells)]
kind of cell / after synthesis / count (layout)
fa+ha+maj: 7 / 7
simple gates: 6 / 6
buf+inv: 6 / 21
compound gates: 2 / 2
mux: 1 / 1
[final cells by class]
class | count | area, µm²
Inverter | 6 | 22.5
Multi-Input combinational cell | 16 | 186
Fill cell | 413 | 3030
Timing Repair Buffer | 15 | 124
Tap cell | 46 | 57.6
[final timing paths]
check  cells past startpoint   end  slack, ns  start
max                        5  r[1]       0.09   a[1]
min                        5  r[1]       1.78   b[0]
[what timing repair did]
action | CTS | global route
endpoints found under the setup margin | 4 | 1
setup buffers | 0 | 0
resized | 14 | 2
hold buffers | 0 | 0
hold endpoints to repair | 0 | 0
